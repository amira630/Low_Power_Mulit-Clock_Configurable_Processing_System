`/design/flow/design.v`:
```
module FSM(
    input  wire       clk,
    input  wire       rst_n,
    input  wire       Data_Valid,
    input  wire       Ser_Done,
    input  wire       Par_En,
    output reg [1:0]  MUX_SEL,
    output reg        Ser_En,
    output reg        Busy,
    output reg        Capture
);
    localparam [2:0] IDLE      = 3'b000,  
                     START_BIT = 3'b001,  
                     DATA_BITS = 3'b011,  
                     PARITY_BIT= 3'b010,  
                     STOP_BIT  = 3'b110;  
    reg [2:0] current_state, next_state;
    always @(posedge clk or negedge rst_n) begin
        if (!rst_n)
            current_state <= IDLE;
        else
            current_state <= next_state;
    end
    always @(*) begin
        Capture = 1'b0;
        case (current_state)
            IDLE: begin
                if (Data_Valid) begin
                    next_state = START_BIT;
                    Capture = 1'b1;  
                end
                else
                    next_state = IDLE;
            end
            START_BIT: next_state = DATA_BITS;
            DATA_BITS: begin
                if (Ser_Done) begin
                    if (Par_En)
                        next_state = PARITY_BIT;
                    else
                        next_state = STOP_BIT;
                end
                else
                    next_state = DATA_BITS;
            end
            PARITY_BIT: next_state = STOP_BIT;
            STOP_BIT: begin
                if (Data_Valid) begin
                    next_state = START_BIT;
                    Capture = 1'b1;  
                end
                else
                    next_state = IDLE;
            end
            default: next_state = IDLE;
        endcase
    end
    always @(*) begin
        Ser_En   = 1'b0;
        Busy     = 1'b1;  
        case (current_state)
            START_BIT: begin
                MUX_SEL = 2'b00;  
                Ser_En = 1'b1;  
            end
            DATA_BITS: begin
                MUX_SEL = 2'b10;  
                Ser_En = 1'b1;  
            end
            PARITY_BIT: begin
                MUX_SEL = 2'b11;  
            end
            STOP_BIT: begin
                MUX_SEL = 2'b01;  
            end     
            default: begin
                MUX_SEL = 2'b01;  
                Busy = 1'b0;  
            end
        endcase
    end
endmodule
module MUX4x1 (
    input  wire       Ser_Data,  
    input  wire       Par_Bit,   
    input  wire [1:0] SEL,       
    output reg        OUT        
);
    always @(*) begin
        case (SEL)
            2'b00: OUT = 1'b0;
            2'b01: OUT = 1'b1;
            2'b10: OUT = Ser_Data;
            2'b11: OUT = Par_Bit;
            default: OUT = 1'b1;  
        endcase
    end
endmodule
module Parity_Calc(
    input  wire       clk,
    input  wire       rst_n,
    input  wire [7:0] P_DATA,
    input  wire       Capture,
    input  wire       Par_Type,  
    output reg        parity_out
);
    reg [7:0] data_reg;
    always @(posedge clk or negedge rst_n) begin
        if (!rst_n) begin
            parity_out <= 1'b0;
            data_reg <= 8'b0;
        end
        else if (Capture) begin
            data_reg <= P_DATA;
        end
        else begin
            if (Par_Type)  
                parity_out <= ~^data_reg;
            else           
                parity_out <= ^data_reg;
        end
    end
endmodule
module Serializer(
    input  wire       clk,
    input  wire       rst_n,
    input  wire [7:0] P_DATA,
    input  wire       Ser_En,
    output reg        Ser_Data,
    output reg        Ser_Done
);
    reg [7:0] data_reg;
    reg [2:0] bit_count;
    always @(posedge clk or negedge rst_n) begin
        if (!rst_n) begin
            Ser_Data  <= 1'b0;
            Ser_Done  <= 1'b0;
            bit_count <= 3'b0;
            data_reg  <= 8'b0;
        end else if (Ser_En) begin
            Ser_Data <= data_reg[bit_count];
            if (&bit_count) begin  
                Ser_Done <= 1'b1;
            end
            bit_count <= bit_count + 1;
        end else begin
            data_reg <= P_DATA;
            Ser_Done <= 1'b0;
            bit_count <= 3'b0;
        end
    end
endmodule
module UART_TX(
    input wire        clk,
    input wire        rst_n,
    input wire [7:0]  P_DATA,
    input wire        Data_Valid,
    input wire        Par_En,
    input wire        Par_Typ,  
    output wire       TX_OUT,
    output wire       Busy
);
    wire [1:0] mux_sel;
    wire       ser_en, ser_done, capture, s_data, parity;
    FSM U0 (
        .clk(clk),
        .rst_n(rst_n),
        .Data_Valid(Data_Valid),
        .Ser_Done(ser_done),
        .Par_En(Par_En),
        .MUX_SEL(mux_sel),
        .Ser_En(ser_en),
        .Busy(Busy),
        .Capture(capture)
    );
    Serializer U1 (
        .clk(clk),
        .rst_n(rst_n),
        .P_DATA(P_DATA),
        .Ser_En(ser_en),
        .Ser_Data(s_data),
        .Ser_Done(ser_done)
    );
    Parity_Calc U2 (
        .clk(clk),
        .rst_n(rst_n),
        .P_DATA(P_DATA),
        .Capture(capture),
        .Par_Type(Par_Typ),
        .parity_out(parity)
    );
    MUX4x1 U3 (
        .Ser_Data(s_data),
        .Par_Bit(parity),
        .SEL(mux_sel),
        .OUT(TX_OUT)
    );
endmodule
```
`/design/flow/run.sh`:
```
#!/bin/bash
# OpenROAD 26Q1-2900-gdf79404cd8, Yosys 0.63+post, stock flow scripts
make -C /OpenROAD-flow-scripts/flow DESIGN_CONFIG=/design/flow/config.mk WORK_HOME=/design/flow/orfs finish
```
`/design/flow/config.mk`:
```
export PLATFORM = sky130hd
export DESIGN_NAME = UART_TX
export DESIGN_NICKNAME = UART_TX
export VERILOG_FILES = /design/flow/design.v
export SDC_FILE = /design/flow/constraint.sdc
export NUM_CORES = 4
export LEC_CHECK = 1
export CORE_AREA = 10 10 92 92
export DIE_AREA = 0 0 102 102
```
`/design/flow/constraint.sdc`:
```
current_design UART_TX

set clk_period 2.1
set clk_io_pct 0.2

create_clock -name clk0 -period $clk_period [get_ports {clk}]

set non_clock_inputs [all_inputs -no_clocks]
set_input_delay [expr $clk_period * $clk_io_pct] -clock clk0 $non_clock_inputs
set_output_delay [expr $clk_period * $clk_io_pct] -clock clk0 [all_outputs]
```
==> metrics.sh <==
ROUTED_VIA_DENSITY=3.75
DRTITER0DRC=18
GRT_REMAINING_OVERFLOW=0
RESULT_OF_THE_RUN='finished, final reports clean'
DRIVE_GT1_SHARE_PCT=26.5
NUMBER_OF_DIODES=0
SYNTH_AREA_UM2=1160
CELL_CLASS_CONTRIBUTING_THE_BIGGEST_SHARE_OF_WORST_PATH_DELAY='buffers and inverters'
FINAL_CELL_AREA_UM2=1450
POST-ROUTE-UTIL_PCT=22.4
CTSROOTBUFFERMASTER='sky130_fd_sc_hd__clkbuf_8'
CTS_MAX_LEVEL=1
YS_CHIP_AREA_UM2=1160
POWER.STATIC_LEAKAGE_nW=0.627
CRITICAL_PATH.CELL_CHAIN='nor2_2 -> a21oi_1 -> o21ai_1 -> clkdlybuf4s50_1'
PATH_BUFFERS=1
YOSYSWARNINGS=4
CHIP_AREA_UM2=10400
POST-SYNTH-TOP-AREA-FRACTION_PCT=56.2
GRT_FIRST_PASS_WIRELENGTH_UM=3480
TOOL_WARNINGS=25
P_PER_AREA_nW_PER_UM2=1380
SYN-MEAN-INSTANCE-AREA_UM2=13.8
DPL-INSTANCE-AREA_UM2=1400
R2R-START='U2.data_reg[2]'
SYNTH_FLOP_COUNT=27
LOGIC_AREA_UM2=453
CLOCK_TREE_FROM_TRITONCTS='built'
GRT_SETUP_UNREPAIRED='no'
MAX-VDD-IR-DROP_mV=0.459
NUMBER_OF_DETAILED_ROUTE_ITERATIONS_IN_THE_FIRST_PASS=3
GP_CONGESTION=0.721
COUNT_OF_UNIQUE_LIBRARY_CELLS_INSTANTIATED_BY_YOSYS=22
FLOORPLAN.IO_PINS=15
TIMING.FINAL.CRIT_SHARE_PCT=93.4
GRT_ANTENNA_BEFORE_REPAIR=0
TIMING_MAX_TRANSITION_VIOLATIONS_FINAL=0
HOLD_CLASS='flop to flop'
CRITICAL_PATH.STARTPOINT_TYPE='flop'
FINALWORSTSETUPSLACK_PS=139
CRIT_REQUIRED_PS=1680
END_KIND='output port'
POST_CTS_REPAIR_SETUP_BUFFERS=0
YS_SEQ_SHARE_PCT=58.5
TRITONCTS.NUM_BUFFERS=3
MAX_CAP_VIOL_COUNT=0
STD_CELL_ROWS=29
COUNT_OF_INPUT_AND_OUTPUT_BUFFERS=14
CTS.REPORTEDPATHS.CLKPINSLEW_PS=100
TIMING.MAX_SLEW.REL_SLACK_PCT=77.4
CLOCK_LATENCY_PS=280
DRTANTENNAVIOLNETS=0
DESIGN.CORE.AREA_UM2=6460
VIA_COUNT=672
YOSYS-TOP-CELLS-AREA='sky130_fd_sc_hd__dfrtp_1 (56%), sky130_fd_sc_hd__mux2_2 (16%), sky130_fd_sc_hd__mux2i_1 (3.5%)'
DIE.SIZE.X_UM=102
PRE_CTS_WS_PS=353
WORST_HOLD_STARTPOINT='U1.bit_count[0]'
CTS.SINKS=27
GRT_PASS1_VIAS=666
DRC=0
FINAL.SETUP_SKEW_PS=8.14
DIEHEIGHT_UM=102
SYNTHDOMINANTAREACELLTYPE='sky130_fd_sc_hd__dfrtp_1'
LAYOUT_MIN_CYCLE_TIME_PS=1960
PLACE_HPWL_UM=1570
CRITICAL_PATH_CLASS='flop to output port'
CRIT_PATH_TOP_DELAY_CELL='sky130_fd_sc_hd__clkdlybuf4s50_1'
NUMBER_OF_SETUP_VIOLATIONS_IN_THE_FINAL_REPORT=0
FLOP_AREA_UM2=677
NUMBER_OF_HOLD_VIOLATIONS_IN_THE_FINAL_REPORT=0
FIN_SETUP_TNS_PS=0
GRT_START_MAX_NET_PINS=28
CLOCK_TREE.BUFFER_DEPTH=2
CRITPATHARRIVALTIME_PS=1540
YS_CELLS=84
FINALWIRELENGTH_UM=2080
GRT_USAGE_PCT=4.18
LAYOUT-AREA-OVERHEAD-VS-SYNTH_PCT=24.9
WORST_PIN_SLEW_PS=339
FILLERS=701
FP_UTIL_PCT=17.9
CP_SLOWEST_STAGE_DELAY_PS=490
CRITICAL_PATH_PEAK_FANOUT=5
CLOCK.FMAX_MHz=510
SETUP.WORST_PATH.START='U0.current_state[4]'
WL_PER_CELL_UM=11.6
SYN-INSTANCE-COUNT=84
==> routing by layer <==
layer | vias up | routed length, um | global-route usage [%]
met5 | - | 0 | 0
met4 | 0 | 0 | 0.325
met3 | 0 | 132 | 1.70
met2 | 16 | 886 | 5.88
met1 | 333 | 1060 | 6.16
li1 | 323 | - | -
==> layout by cell type (no fill, tap or decap) <==
master / n
sky130_fd_sc_hd__nor2_1: 7
sky130_fd_sc_hd__nor2_2: 1
sky130_fd_sc_hd__dfstp_2: 1
sky130_fd_sc_hd__buf_4: 3
sky130_fd_sc_hd__nand2_1: 4
sky130_fd_sc_hd__inv_1: 2
sky130_fd_sc_hd__o21bai_1: 1
sky130_fd_sc_hd__ha_1: 2
sky130_fd_sc_hd__a21oi_1: 2
sky130_fd_sc_hd__clkbuf_8: 3
sky130_fd_sc_hd__mux4_2: 1
sky130_fd_sc_hd__dfrtp_1: 26
sky130_fd_sc_hd__xnor2_1: 4
sky130_fd_sc_hd__o21ai_1: 1
sky130_fd_sc_hd__mux2_2: 16
sky130_fd_sc_hd__clkinvlp_4: 1
sky130_fd_sc_hd__mux2i_1: 4
sky130_fd_sc_hd__and3_1: 1
sky130_fd_sc_hd__o21ai_0: 1
sky130_fd_sc_hd__nor2b_1: 2
sky130_fd_sc_hd__xnor3_1: 1
sky130_fd_sc_hd__o21ai_2: 1
sky130_fd_sc_hd__clkdlybuf4s50_1: 14
sky130_fd_sc_hd__xor2_1: 2
sky130_fd_sc_hd__a21o_1: 1
==> area by class of cell <==
class                           instances  area share, %
Sequential cell                        27           46.8
Multi-Input combinational cell         52           31.3
Timing Repair Buffer                   17           11.3
Tap cell                               77           6.67
Clock buffer                            3           2.86
Clock inverter                          1          0.519
Inverter                                2          0.519
==> where the power goes <==
part / internal [W] / total (W) / switching, W
registers: 0.000740 / 0.000883 / 0.000142
logic: 0.000518 / 0.000807 / 0.000289
clock network: 0.000135 / 0.000301 / 0.000167
total: 0.00139 / 0.00199 / 0.000598
==> per-stage QoR <==
stage	instances	hold WS (ps)	power (W)
floorplan	84	124	0.00150
global placement	175	475	0.00170
detailed placement	175	477	0.00172
CTS	179	498	0.00202
global route	179	518	0.00215
finish	179	489	0.00199
==> cells in the mapped netlist <==
| cell type | count |
|---|---|
| sky130_fd_sc_hd__nand2_1 | 4 |
| sky130_fd_sc_hd__and3_1 | 1 |
| sky130_fd_sc_hd__xor2_1 | 2 |
| sky130_fd_sc_hd__inv_1 | 2 |
| sky130_fd_sc_hd__nor2_1 | 7 |
| sky130_fd_sc_hd__a21o_1 | 1 |
| sky130_fd_sc_hd__o21ai_0 | 2 |
| sky130_fd_sc_hd__xnor2_1 | 4 |
| sky130_fd_sc_hd__a21oi_1 | 2 |
| sky130_fd_sc_hd__dfstp_2 | 1 |
| sky130_fd_sc_hd__mux2_2 | 16 |
| sky130_fd_sc_hd__buf_2 | 1 |
| sky130_fd_sc_hd__o21bai_1 | 1 |
| sky130_fd_sc_hd__xnor3_1 | 1 |
| sky130_fd_sc_hd__dfrtp_1 | 26 |
| sky130_fd_sc_hd__buf_4 | 2 |
| sky130_fd_sc_hd__mux4_2 | 1 |
| sky130_fd_sc_hd__nor2b_1 | 2 |
| sky130_fd_sc_hd__ha_1 | 2 |
| sky130_fd_sc_hd__o21ai_2 | 1 |
| sky130_fd_sc_hd__nor2_2 | 1 |
| sky130_fd_sc_hd__mux2i_1 | 4 |
==> path summary, 6_finish.rpt <==
check | endpoint | slack [ps] | cells after the start
hold reg to reg | U1.bit_count[0] | 490 | 1
max in group asynchronous | U0.current_state[0] | 1300 | 2
min in group asynchronous | U2.data_reg[2] | 500 | 2
hold / removal | U1.bit_count[0] | 490 | 1
setup / recovery | TX_OUT | 140 | 4
setup reg to reg | U2.parity_out | 700 | 4
==> cells by family after synthesis <==
kind of cell | Yosys count | synth area share, %
buf+inv | 5 | 2.38
fa+ha+maj | 2 | 2.16
compound gates | 7 | 3.78
mux | 21 | 21.0
simple gates | 15 | 5.73
flops | 27 | 58.5
xor+xnor | 7 | 6.49
==> worst register-to-register path, stage by stage, from the launching register on <==
cell                      delay, ps
sky130_fd_sc_hd__dfrtp_1        400
sky130_fd_sc_hd__xor2_1         210
sky130_fd_sc_hd__xnor3_1        440
sky130_fd_sc_hd__xnor2_1        160
sky130_fd_sc_hd__a21oi_1         80
==> repair_timing <==
action                                  in CTS  in global routing
hold buffers                                 0                  0
gates resized                                0                  1
endpoints found under the setup margin       0                  1
Power figures rest on the tool's default switching activity, not on a simulated workload.
